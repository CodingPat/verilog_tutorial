==> /design/flow/design.v <==
module magnitude_comparator(A_gt_B,A_lt_B,A_eq_B,A,B);
	output A_gt_B,A_lt_B,A_eq_B;
	input [3:0] A,B;
	wire [3:0]x;
	assign x=(A&B)|(~A&~B);
	assign A_gt_B=(A[3]&&!B[3])||(x[3]&&A[2]&&!B[2])||(x[3]&&x[2]&&A[1]&&!B[1])||(x[3]&&x[2]&&x[1]&&A[0]&&!B[0]);
	assign A_lt_B=(!A[3]&&B[3])||(x[3]&&!A[2]&&B[2])||(x[3]&&x[2]&&!A[1]&&B[1])||(x[3]&&x[2]&&x[1]&&!A[0]&&B[0]);
	assign A_eq_B=&x;
endmodule
==> /design/flow/run.sh <==
#!/bin/bash
# OpenROAD 26Q1-2900-gdf79404cd8, Yosys 0.63+post, stock flow scripts
make -C /OpenROAD-flow-scripts/flow DESIGN_CONFIG=/design/flow/config.mk WORK_HOME=/design/flow/orfs finish
==> /design/flow/config.mk <==
export PLATFORM = sky130hd
export DESIGN_NAME = magnitude_comparator
export DESIGN_NICKNAME = magnitude_comparator
export VERILOG_FILES = /design/flow/design.v
export SDC_FILE = /design/flow/constraint.sdc
export NUM_CORES = 4
export LEC_CHECK = 1
export CORE_AREA = 10 10 70 70
export DIE_AREA = 0 0 80 80
==> /design/flow/constraint.sdc <==
current_design magnitude_comparator

set clk_period 1.4
set clk_io_pct 0.2

create_clock -name clk0 -period $clk_period

set non_clock_inputs [all_inputs -no_clocks]
set_input_delay [expr $clk_period * $clk_io_pct] -clock clk0 $non_clock_inputs
set_output_delay [expr $clk_period * $clk_io_pct] -clock clk0 [all_outputs]
==> reports/results.tsv <==
stage	metric	value	unit
route	initial DRC count	3	
clocking	Hold-fix buffers, CTS	0	
critical_path	Top delay family on crit path	buffers and inverters	
grt	gr ovfl total	0	
power	PwrDens	262.2	nW/um^2
final_timing	Final min period	1.350	ns
floorplan	row count	21	
final_timing	setup violators final	0	
route	final wirelength	652	um
floorplan	Die Size	6400	sq um
layout	Util after Layout	10.84	%
power	Gate power share	100.0	%
final_timing	RSZ-0062 raised after global routing	true	
final_timing	Rel. slew slack	84.36	%
critical_path	kind of critical path	in2out	
power	worst vdd ir	48.91	uV
power	Int Power	55.33	uW
floorplan	Ports	11	
place	IO Port Bufs	11	
route	vias	200	
floorplan	core area	3416	sq um
hold_path	Hold Path End	A_gt_B	
layout	layout cells sized above 1	56.76	%
yosys	Syn Inst Count	22	
critical_path	critical-path cell list	buf_4, ha_4, o211ai_2, o21ai_1, clkdlybuf4s15_1	
grt	first-pass GRT wire length	1007	um
critical_path	Worst EP arrival	1.07	ns
critical_path	Worst Path Required	1.12	ns
run_status	outcome	completed	
power	Psw	41.78	uW
critical_path	crit path max fanout	5	
yosys	top cell type by total area after synthesis	ha_1	
critical_path	CP Buf/Inv Count	2	
route	Detail Route Antenna Nets	0	
grt	initial antenna violation count	0	
floorplan	initial core utilization	4.579	%
route	DR DRC count	0	
final_timing	fin. max-slew vios	0	
layout	flip-flops	0	
grt	vias in the first global route	218	
job	maxcap violations	0	
layout	area added between synthesis and finish	136.8	%
critical_path	kind of end point of the critical path	output pin	
power	Sw Share	43.02	%
hold_path	hold_sp	A[3]	
layout	Finished Layout Cells	83	
yosys	Netlist Area Pre-Place	156.4	sq um
hold_path	HP Class	in2out	
yosys	Seq/Total Area, Yosys	0	%
critical_path	Max stage delay cell, worst path	ha_4	
route	DRT Pass-1 Iters	2	
final_timing	Least-Margin Pin Slew	0.2338	ns
layout	CLK BUF	0	
grt	largest net degree at the start of global routing	6	
yosys	yosys warns	0	
yosys	yosys stat area	156.4	sq um
power	clock share of power	0	%
power	sequential power share	0	%
route	diodes inserted	0	
layout	Flop area	0	sq um
final_timing	final setup TNS	0	ns
yosys	Netlist cell types	14	
floorplan	Die Height	80	um
final_timing	Fmax achieved	740.7	MHz
hold_path	worst hold stages	5	
yosys	cell total in the yosys stat output	22	
route	Wirelength per Cell	7.855	um
yosys	area share of the largest cell type after synthesis	16.00	%
critical_path	max incr delay on CP	0.29	ns
yosys	Avg Cell Area, Syn	7.109	sq um
floorplan	die width	80	um
grt	GRT Total Usage	1.893	%
power	LEAKAGE	0.0001615	uW
critical_path	CP Launch Type	input port	
yosys	biggest area cells	ha_1, inv_1, a31oi_1	
power	Final Total Pwr	97.11	uW
final_timing	Hold WS	0.9727	ns
place	GPL Wtd Cong	0.7326	
route	drt via density	2.410	
final_timing	Final Hold Viols	0	
place	DP Cell Count	81	
job	OpenROAD warnings	34	
final_timing	Tcrit/Tclk final	96.44	%
## through the flow
step	worst slack (ns)	area [sq um]
2_1_floorplan	0.2668	156.4
3_3_place_gp	-0.8225	339.1
3_5_place_dp	-0.8252	339.1
4_1_cts	0.01040	349.1
5_1_grt	-0.001589	370.4
6_report	0.04986	370.4
## tightest hold or removal path, stage by stage
cell,delay (ns)
buf_6,0.08
ha_1,0.13
a31oi_1,0.04
o21ai_1,0.06
buf_2,0.10
## cell families (layout without fill, tap and decap cells)
kind of cell    after synthesis  count (layout)  share of synthesized area (%)
xor+xnor                      1               1                          5.601
fa+ha+maj                     2               2                          16.00
buf+inv                       5              20                          12.00
compound gates                8               8                          35.20
simple gates                  6               6                          31.20
## power by group through the flow
| stage | registers (uW) | clock network, uW | logic (uW) |
|---|---|---|---|
| 4_1_cts | 0 | 0 | 87.4 |
| 5_1_grt | 0 | 0 | 109 |
| 6_report | 0 | 0 | 97.1 |
## what timing repair did
| item | 4_1_cts | 5_1_grt |
|---|---|---|
| gates resized | 33 | 11 |
| endpoints found under the setup margin | 3 | 3 |
| pin swaps | 5 | 3 |
| endpoints found under the hold margin | 0 | 0 |
| buffers inserted | 2 | 0 |
## cells in the mapped netlist, types with 2 or more instances
cell type / number
inv_1: 5
a31oi_1: 2
ha_1: 2
nand2b_1: 2
o21ai_1: 2
## worst max path at each step
stage     start     end  slack (ns)  cells after the start
4_1_cts    B[2]  A_lt_B        0.01                      5
5_1_grt    A[1]  A_eq_B      -0.002                      4
6_report   B[3]  A_lt_B        0.05                      5
## layout by cell type (no fill, tap or decap), types with 2 or more instances in the layout
master	synthesis	layout
inv_1	5	4
buf_6	0	2
a31oi_1	2	2
clkdlybuf4s15_1	0	2
buf_2	0	3
buf_4	0	5
o21ai_1	2	2
clkbuf_2	0	2
## area by class of cell
cell class	instances	area, sq um
well taps	46	57.56
fillers	403	3045
multi-input cells	17	180.2
repair buffers	15	113.9
inverters	5	18.77
## per-layer routing
layer / share of wire [%] / GRT usage (%) / vias up
met5: 0 / 0 / -
met4: 0 / 0 / 0
met3: 16 / 1.023 / 0
met2: 38 / 2.809 / 9
met1: 46 / 2.505 / 83
li1: - / - / 108
Power is estimated from default activity; no workload was simulated.
